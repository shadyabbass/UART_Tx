## design/flow/run.sh

```bash
#!/bin/bash
# OpenROAD 26Q1-2900-gdf79404cd8, Yosys 0.63+post, stock flow scripts
make -C /OpenROAD-flow-scripts/flow DESIGN_CONFIG=/design/flow/config.mk WORK_HOME=/design/flow/orfs finish
```

## design/flow/config.mk

```make
export PLATFORM = sky130hd
export DESIGN_NAME = uart_tx
export DESIGN_NICKNAME = uart_tx
export VERILOG_FILES = /design/flow/design.v
export SDC_FILE = /design/flow/constraint.sdc
export NUM_CORES = 4
export LEC_CHECK = 1
export CORE_UTILIZATION = 50
```

## design/flow/constraint.sdc

```tcl
current_design uart_tx

set clk_period 2.4
set clk_io_pct 0.2

create_clock -name clk0 -period $clk_period [get_ports {clock}]

set non_clock_inputs [all_inputs -no_clocks]
set_input_delay [expr $clk_period * $clk_io_pct] -clock clk0 $non_clock_inputs
set_output_delay [expr $clk_period * $clk_io_pct] -clock clk0 [all_outputs]
```

## design/flow/design.v

```verilog
module baudgen 
#(parameter CLK_FREQ=50000000)(
    input clk,        
    input rst,       
    input [1:0] baud_rate, 
    output reg baud_tick  
);
    localparam integer width= (CLK_FREQ/(2400*16))-1;
    reg [$clog2(width)-1:0] current_counter, next_counter;
    reg [$clog2(width)-1:0] TOTAL_COUNTS;
always @(posedge clk, negedge rst)
begin
if (!rst)
current_counter<= 11'd0;
else
current_counter<= next_counter;
end
always @(*)
begin
next_counter= current_counter;
baud_tick= 1'b0;
case (baud_rate)
2'b00:begin
         TOTAL_COUNTS= ($ceil( (CLK_FREQ)/(2400*16) ) - 1);
         if (current_counter== TOTAL_COUNTS)
            begin
               next_counter= 11'd0;
               baud_tick= 1'b1;
            end
         else
            next_counter= current_counter+1 ;
      end
2'b01:begin
         TOTAL_COUNTS= (( $ceil(CLK_FREQ)/(4800*16) ) - 1);
         if (current_counter== TOTAL_COUNTS)
            begin
               next_counter= 11'd0;
               baud_tick= 1'b1;
            end
         else
            next_counter= current_counter+1 ;
      end
2'b10:begin
         TOTAL_COUNTS= (( $ceil(CLK_FREQ)/(9600*16) ) - 1);
         if (current_counter== TOTAL_COUNTS)
            begin
               next_counter= 11'd0;
               baud_tick= 1'b1;
            end
         else
            next_counter= current_counter+1 ;
      end
2'b11:begin
         TOTAL_COUNTS= (( $ceil(CLK_FREQ)/(19200*16) ) - 1);
         if (current_counter== TOTAL_COUNTS)
            begin
               next_counter= 11'd0;
               baud_tick= 1'b1;
            end
         else
            next_counter= current_counter+1 ;
      end
default: next_counter= current_counter;
endcase
end
endmodule
module frame(
        input rst,
        input [1:0]  parity_type,
        input [7:0]  data_in, 
	input        stop_bits, 		 
	input        data_length, 	 
        input        parity_out,
        output reg [10:0] frame_out
);
wire [2:0] control_signals;  
wire parity_control;  
assign control_signals= {parity_control , data_length , stop_bits};
assign parity_control= (parity_type==2'b00 || parity_type==2'b11);
always@(*)
begin
if (!rst)
frame_out= 11'b000_0000_0000;
else begin
case (control_signals)  
3'b100: frame_out= {1'b1 , data_in[6:0] , 1'b0};
3'b101: frame_out= {2'b11 , data_in[6:0] , 1'b0};
3'b110: frame_out= {1'b1 , data_in[7:0] , 1'b0};
3'b000: frame_out= {1'b1 , parity_out , data_in[6:0] , 1'b0};
3'b001: frame_out= {2'b11 , parity_out , data_in[6:0] , 1'b0};
3'b010: frame_out= {1'b1 , parity_out , data_in[7:0] , 1'b0};
endcase
end
end
endmodule
module parity(
	input        rst,
        input [1:0]  parity_type,
        input [7:0]  data_in, 
        output reg parity_out
);
always@(*)
begin
if (!rst)
parity_out= 1'b0;
else begin
case (parity_type)
2'b00:parity_out=1'b0;
2'b01:begin if( ^data_in)
              parity_out=1'b0;
            else
              parity_out=1'b1;
      end
2'b10:begin if( ^data_in)
              parity_out=1'b1;
            else
              parity_out=1'b0;
      end
2'b11:parity_out=1'b0;
endcase
end
end
endmodule
module piso(	
	input        rst, send,
        input [1:0]  parity_type,
	input        stop_bits, 		 
	input        data_length, 	 
        input        baud_out,
        input [10:0] frame_out,
	output reg    data_out, 		 
	output reg    p_parity_out, 	 
	output reg    tx_active, 		 
	output reg    tx_done 		 
);
localparam [2:0] idle=3'b000, start_bit=3'b001, data=3'b010, parity=3'b011, stop_bit=3'b100, done=3'b101;
reg [2:0] current_state, next_state;
reg [3:0] current_counter, next_counter;
reg [1:0] current_stop_bit_counter, next_stop_bit_counter;
reg [3:0] current_data_bit_counter, next_data_bit_counter;
always@ (posedge baud_out, negedge rst)
begin
if (!rst)
begin
current_state<= idle;
current_counter<= 0;
current_stop_bit_counter<= 0;
current_data_bit_counter<= 0;
end
else
begin
current_state<= next_state;
current_counter<= next_counter;
current_stop_bit_counter<= next_stop_bit_counter;
current_data_bit_counter<= next_data_bit_counter;
end
end
always@(*)
begin
next_state= current_state;
data_out= 1'b1;
p_parity_out= 1'b0;
tx_done=1'b0;
case (current_state)
idle: begin
         tx_active= 1'b0;
         data_out= 1'b1;
         if (send)
           begin
              tx_active= 1'b1;
              if (data_length)
                 next_data_bit_counter=4'b1000;
              else
                 next_data_bit_counter=4'b0111;
              if (stop_bits)
                 next_stop_bit_counter=2'b10;
              else
                 next_stop_bit_counter=2'b01;
              next_counter= 4'b0000;
              next_state= start_bit;
           end
      end
start_bit:begin
             data_out= frame_out[current_counter];
             next_counter= current_counter+1;
             next_state= data;
          end
data:begin
        data_out= frame_out[current_counter];
        next_counter= current_counter+1;
        next_data_bit_counter= current_data_bit_counter-1;
        if (current_data_bit_counter==4'b0001)
           begin
               if (parity_type==2'b00 || parity_type==2'b11)
                   next_state= stop_bit;
               else
                   next_state= parity;
           end
     end
parity:begin
          data_out= frame_out[current_counter];
          p_parity_out= frame_out[current_counter];
          next_state= stop_bit;
       end
stop_bit:begin
            data_out= frame_out[current_counter];
            next_stop_bit_counter= current_stop_bit_counter-1;
            next_counter= current_counter+1;
            if (current_stop_bit_counter== 2'b01)
               next_state= done;
         end
done:begin
        tx_done=1'b1;
        next_state= idle;
     end
default: next_state= idle;
endcase
end
endmodule
module uart_tx(
	input 		clock, rst, send,
	input [1:0]	buad_rate,
	input [7:0]     data_in, 
	input [1:0]     parity_type,     
	input 		stop_bits, 	 
	input 		data_length, 	 
	output  	data_out, 	 
	output   	p_parity_out, 	 
	output  	tx_active, 	 
	output   	tx_done 	 
);
	wire parity_out, baud_out;
	wire [10:0] frame_out;
	parity		        parity_gen1 (.rst(rst), .data_in(data_in), .parity_type(parity_type), .parity_out(parity_out));
	frame	                frame_gen1  (.rst(rst), .data_in(data_in), .parity_out(parity_out), .parity_type(parity_type), .stop_bits(stop_bits), .data_length(data_length), .frame_out(frame_out));
	baudgen	                #(.CLK_FREQ(50000000)) baud_gen1 (.rst(rst), .clk(clock), .baud_rate(buad_rate), .baud_tick(baud_out));
	piso		        shift_reg1  (.rst(rst), .frame_out(frame_out), .parity_type(parity_type), .stop_bits(stop_bits), .data_length(data_length), .send(send), .baud_out(baud_out), .data_out(data_out), .p_parity_out(p_parity_out), .tx_active(tx_active), .tx_done(tx_done));
endmodule
```

==> flow_metrics.env <==
# source this file to load flow results
export IMPL_status="complete, no violations"
export IMPL_r2r_end="baud_gen1.current_counter[2]$_DFF_PN0_"
export IMPL_crit_type="in -> reg"
export IMPL_cts_resized=0
export IMPL_worstPathArrival_ns=2.03
export IMPL_drc=0
export IMPL_async_reset_ff_frac=0.563
export IMPL_layout_cell_area_non_filler_um2=2280
export IMPL_finClkSkew_ns=0.00604
export IMPL_top_area_frac=0.330
export IMPL_yosysWarnings=8
export IMPL_setup_tns_ns=0
export IMPL_die_y_um=64.8
export IMPL_crit_start="buad_rate[1]"
export IMPL_r2r_start="baud_gen1.current_counter[0]$_DFF_PN0_"
export IMPL_final_core_util=0.613
export IMPL_finalHoldViolations=0
export IMPL_unclocked_pins=37
export IMPL_ys_flop_type="dfrtp_1"
export IMPL_initCoreUtil=0.531
export IMPL_power_leakage_uw=0.00103
export IMPL_r2r_cells=7
export IMPL_cts_buffers_inserted=3
export IMPL_grt_overflow=0
export IMPL_min_delay_path_depth=1
export IMPL_post_synth_top_area_cell="dfrtp_1"
export IMPL_die_area_um2=4200
export IMPL_grt_total_usage=0.178
export IMPL_viasPerCell=5.00
export IMPL_irDropWorstVdd_mv=0.220
export IMPL_slew_headroom=0.645
export IMPL_wl_um=3190
export IMPL_antennaDiodeCount=0
export IMPL_p_per_area_nw_per_um2=345
export IMPL_drtAntennaViolNets=0
export IMPL_grt_max_degree=29
export IMPL_holdCritStartpoint="baud_gen1.current_counter[0]$_DFF_PN0_"
export IMPL_path_max_fanout=7
export IMPL_place_area_um2=2230
export IMPL_end_kind="register"
export IMPL_fin_crit_ns=1.92
export IMPL_untimed_endpoints=41
export IMPL_drt_iter0_drc=119
export IMPL_syn_inst=189
export IMPL_setup_worst_path_start_class="primary input"
export IMPL_io_buffers=20
export IMPL_fmax_mhz=520
export IMPL_hpwlAfterDp_um=2560
export IMPL_worst_hold_slack_ns=0.556
export IMPL_grt_antenna_before_repair=0
export IMPL_topCellsByArea="dfrtp_1 33%, dlxtn_1 15%, xnor2_1 6.7%"
export IMPL_dr_pass1_iters=4
export IMPL_core_um2=3720
export IMPL_ctsHoldBuffers=0
export IMPL_ys_cells=189
export IMPL_io_pins=21
export IMPL_post_cts_setup_buffers=0
export IMPL_rows=22
export IMPL_maxCapViolCount=0
export IMPL_root_buffer="clkbuf_8"
export IMPL_synth_area_um2=1970
export IMPL_tightest_slew_ns=0.530
export IMPL_clk_pin_slew_worst_paths_ns=0.05
export IMPL_final_setup_viol_count=0
export IMPL_r2r_setup_slack_ns=0.56
export IMPL_hp_class="reg -> reg"
export IMPL_grt_pass1_vias=1292
export IMPL_syn_to_final_growth_pct=15.6
export IMPL_die_w_um=64.8
export IMPL_synth_ff_latch_count=48
export IMPL_num_vias=1299
export IMPL_min_to="baud_gen1.current_counter[0]$_DFF_PN0_"
export IMPL_gp_congestion=0.911
export IMPL_report_final_slew_viol_count=0
export IMPL_edf_count=0
export IMPL_grt_pass1_wl_um=5580
export IMPL_fill_cells=302
export IMPL_synth_distinct_cells=39
export IMPL_drive_above_1_share=0.0943
export IMPL_finalCritPeriodShare=0.802
export IMPL_ys_area_um2=1970
export IMPL_worstSkewPairLatency_ns=0.24
export IMPL_rsz0062_at_grt="no"
export IMPL_clockBufferDepth=2
export IMPL_ctsHtreeMaxLevel=1
export IMPL_worstPathRequired_ns=2.51
export IMPL_tool_warnings=30
export IMPL_cts_tree="done"
export IMPL_syn_area_per_cell_um2=10.4
export IMPL_avgRoutedWirePerCell_um=12.3
## metal layers
layer / vias up / GRT usage / wire length, um
li1: 679 / - / -
met1: 598 / 0.309 / 1660
met2: 22 / 0.262 / 1410
met3: 0 / 0.0232 / 115
met4: 0 / 0.0139 / 0
met5: - / 0 / 0
## synth_stat cells (4+ instances only)
master and count:
and2_1 11, a21oi_1 8, and3_1 4, nand3_1 7
nor2_2 5, inv_1 13, ha_1 9, nand2_1 4
nor3_1 4, nor2_1 17, xnor2_1 15, xor2_1 6
dlxtn_1 20, dfrtp_1 26
## power by group
group	leakage, uW	internal, uW	total (uW)	switching (uW)
combinational	0.000501	137	256	118
clock	0.0000228	117	185	68.5
sequential	0.000509	266	347	81.4
total	0.00103	519	788	268
## cell usage in the layout (no fill, tap or decap), types with 5 or more instances in the layout
cell             Yosys  routed
dfrtp_1             26      26
inv_1               13      13
and2_1              11      11
nor2_1              17      17
nor2_2               5       5
xor2_1               6       6
ha_1                 9       9
xnor2_1             15      15
a21oi_1              8       8
dlxtn_1             20      20
clkdlybuf4s50_1      0      20
nand3_1              7       7
## worst max-delay path, stage by stage
cell and delay [ns]:
clkdlybuf4s50_1 0.51, and4bb_1 0.21, nand4_1 0.11, a311oi_2 0.30, or2_1 0.35, nor2_2 0.07
## final cells by class
type | count | area (um2) | area share
Tap cell | 48 | 60.1 | 0.0263
Inverter | 13 | 48.8 | 0.0214
Sequential cell | 48 | 992 | 0.435
Timing Repair Buffer | 24 | 230 | 0.101
Multi-Input combinational cell | 123 | 903 | 0.396
Clock buffer | 4 | 45.0 | 0.0198
## how the worst max path moves through the flow
stage	to	slack (ns)
4_1_cts	baud_gen1.current_counter[2]$_DFF_PN0_	0.47
5_1_grt	baud_gen1.current_counter[2]$_DFF_PN0_	0.37
6_report	baud_gen1.current_counter[2]$_DFF_PN0_	0.48
## cell families (layout without fill, tap and decap cells)
logic type | count (synthesis) | in the layout | synth area share
simple gates | 67 | 67 | 0.197
buf+inv | 18 | 41 | 0.0387
latches | 21 | 21 | 0.160
mux | 7 | 7 | 0.0495
fa+ha+maj | 9 | 9 | 0.0571
flops | 27 | 27 | 0.343
compound gates | 19 | 19 | 0.0616
xor+xnor | 21 | 21 | 0.0933
## registers in the layout (all words and copies together) (netlist names)
name	flops
frame_gen1.frame_out	10
shift_reg1.tx_active	1
shift_reg1.next_data_bit_counter	4
shift_reg1.current_counter	4
shift_reg1.next_counter	4
shift_reg1.next_stop_bit_counter	2
baud_gen1.current_counter	11
shift_reg1.current_state	6
shift_reg1.current_data_bit_counter	4
shift_reg1.current_stop_bit_counter	2
## metrics by stage
stage	setup slack, ns	instances	power, uW
after global placement	0.277	256	599
after global routing	0.372	260	856
after detailed placement	0.229	256	604
final	0.476	260	788
after CTS	0.469	260	793
after floorplan	0.643	189	509
Power figures rest on the tool's default switching activity, not on a simulated workload.
